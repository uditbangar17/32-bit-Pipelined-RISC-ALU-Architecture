$ cat flow/design.v
module cla32_hier (
    input  [31:0] a,
    input  [31:0] b,
    input         cin,
    output [31:0] sum,
    output        cout
);
    wire [7:0] P;       
    wire [7:0] G;       
    wire [8:0] Cb;      
    assign Cb[0] = cin;
    genvar i;
    generate
        for (i = 0; i < 8; i = i + 1) begin : CLA_BLOCKS
            wire [3:0] a_slice = a[4*i + 3 : 4*i];
            wire [3:0] b_slice = b[4*i + 3 : 4*i];
            wire [3:0] sum_slice;
            wire       cout_slice;
            cla4_true u_cla4 (
                .a   (a_slice),
                .b   (b_slice),
                .cin (Cb[i]),
                .sum (sum_slice),
                .cout(cout_slice),
                .P   (P[i]),
                .G   (G[i])
            );
            assign sum[4*i + 3 : 4*i] = sum_slice;
            assign Cb[i + 1] = G[i] | (P[i] & Cb[i]);
        end
    endgenerate
    assign cout = Cb[8];
endmodule
module cla4_true(
    input  [3:0] a, b,
    input        cin,
    output [3:0] sum,
    output       cout,
    output       P,    
    output       G     
);
    wire [3:0] g, p;
    wire C1, C2, C3, C4;
    assign g = a & b;      
    assign p = a ^ b;      
    assign C1 = g[0] | (p[0] & cin);
    assign C2 = g[1] | (p[1] & g[0]) | (p[1] & p[0] & cin);
    assign C3 = g[2] | (p[2] & g[1]) |
                        (p[2] & p[1] & g[0]) |
                        (p[2] & p[1] & p[0] & cin);
    assign C4 = g[3] | (p[3] & g[2]) |
                        (p[3] & p[2] & g[1]) |
                        (p[3] & p[2] & p[1] & g[0]) |
                        (p[3] & p[2] & p[1] & p[0] & cin);
    assign sum[0] = p[0] ^ cin;
    assign sum[1] = p[1] ^ C1;
    assign sum[2] = p[2] ^ C2;
    assign sum[3] = p[3] ^ C3;
    assign cout = C4;
    assign P = p[0] & p[1] & p[2] & p[3];
    assign G = g[3] | (p[3] & g[2]) |
                      (p[3] & p[2] & g[1]) |
                      (p[3] & p[2] & p[1] & g[0]);
endmodule
$ cat flow/run.sh
#!/bin/bash
# OpenROAD 26Q1-2900-gdf79404cd8, Yosys 0.63+post, stock flow scripts
make -C /OpenROAD-flow-scripts/flow DESIGN_CONFIG=/design/flow/config.mk WORK_HOME=/design/flow/orfs finish
$ cat flow/config.mk
export PLATFORM = sky130hd
export DESIGN_NAME = cla32_hier
export DESIGN_NICKNAME = cla32_hier
export VERILOG_FILES = /design/flow/design.v
export SDC_FILE = /design/flow/constraint.sdc
export NUM_CORES = 4
export LEC_CHECK = 1
export CORE_AREA = 10 10 101 101
export DIE_AREA = 0 0 111 111
$ cat flow/constraint.sdc
current_design cla32_hier

set clk_period 11.8
set clk_io_pct 0.2

create_clock -name clk0 -period $clk_period

set non_clock_inputs [all_inputs -no_clocks]
set_input_delay [expr $clk_period * $clk_io_pct] -clock clk0 $non_clock_inputs
set_output_delay [expr $clk_period * $clk_io_pct] -clock clk0 [all_outputs]
==> flow_summary.json <==
{
  "tightest_slew_ns": 0.4869,
  "cp_slowest_cell": "clkdlybuf4s50_1",
  "power.total_w": 0.0001460,
  "avgRoutedWirePerCell_um": 12.32,
  "port_buffers": 98,
  "yosys_warnings": 0,
  "syn_area_um2": 1488,
  "warning_count": 32,
  "cts_hold_buf": 0,
  "min_path_type": "in -> out",
  "syn_inst": 186,
  "drt_drc_violations_left": 0,
  "ctsResizeCount": 0,
  "layout_top_cells": "clkdlybuf4s50_1 (98), inv_1 (32), ha_1 (32), xnor2_1 (18), a21oi_1 (16)",
  "synth.top_cell.area_share_pct": 26.91,
  "cp-end-kind": "primary output",
  "fmax_mhz": 125.6,
  "startpoint_type": "input pin",
  "die_w_um": 111,
  "num_rows": 33,
  "cap_violations": 0,
  "max_stage_delay_ns": 0.47,
  "n_clock_buffer": 0,
  "hold_viol": 0,
  "wirelength_mm": 4.792,
  "ys_cells": 186,
  "dieArea_um2": 12320,
  "rsz0062_at_grt": "false",
  "finalMaxSlewViolations": 0,
  "dpl.hpwl_mm": 4.563,
  "ir_drop_mv": 0.01935,
  "area_growth_pct": 74.77,
  "die_h_um": 111,
  "critPathKind": "in -> out",
  "fin_crit_sh_pct": 67.46,
  "hold_ws_ns": 5.805,
  "num_antenna_cells": 0,
  "ys_area_um2": 1488,
  "post-cts-setup-buffer-count": 0,
  "gr-usage-all-layers_pct": 7.537,
  "drive_gt1_share_pct": 5.282,
  "vias": 1568,
  "status": "complete, no violations",
  "grt_antenna_before_repair": 0,
  "final-seq-area_um2": 0,
  "layout_top_cell": "clkdlybuf4s50_1",
  "grt_overflow": 0,
  "ys_seq_share_pct": 0,
  "top_area_cell": "ha_1",
  "io_pins": 98,
  "syn_avg_cell_area_um2": 7.998,
  "nFlopsAndLatches": 0,
  "place.gp.congestion": 0.8111,
  "tns_ns": 0,
  "path_max_fanout": 5,
  "initCoreUtil_pct": 18.29,
  "antenna_left": 0,
  "core_um2": 8134,
  "period_needed_ns": 7.960,
  "drtPass1Iterations": 4,
  "dr.first_iter.drc_count": 30,
  "crit_arrival_ns": 5.60,
  "grt_pass1_vias": 1659,
  "grt_start_max_net_pins": 6,
  "grt_first_pass_wirelength_mm": 7.969,
  "area.combinational_um2": 1368,
  "leakage_nw": 1.150,
  "nFillCells": 829,
  "vias_per_cell": 4.031,
  "path_cells": "clkdlybuf4s50_1 > ha_1 > a21oi_1 > o21ai_0 > a22oi_1 > nand2_1 > nor2_1 > o21ai_1 > a21o_1 > a21oi_1 > fa_1 > inv_1 > clkdlybuf4s50_1",
  "crit_required_ns": 9.44,
  "p_per_area_nw_per_um2": 56.16,
  "relSlewSlack_pct": 67.20,
  "setup_violations": 0,
  "yosysUniqueCellTypes": 39,
  "area_leaders": "ha_1 (27%), fa_1 (11%), xnor2_1 (11%)"
}
[through the flow]
stage	instances	area (um2)	util (%)	worst slack, ns
detailed placement	389	2600	31.96	3.812
global route	389	2600	31.96	3.508
floorplan	186	1488	-	5.048
CTS	389	2600	31.96	3.801
global placement	389	2600	31.96	3.821
finish	389	2600	31.96	3.840
[worst max-delay path: cells and delay by family]
kind / cells / cell delay (ns)
AOI/OAI and AO/OA: 6 / 1.21
adders and majority gates: 2 / 0.80
buffers and inverters: 3 / 0.94
and+or+nand+nor: 2 / 0.28
[logic make-up after synthesis]
group | Yosys count | synth area share, %
XOR/XNOR | 24 | 14.13
adder cells (fa/ha/maj) | 40 | 37.68
AND/OR/NAND/NOR | 42 | 15.56
AND-OR/OR-AND | 48 | 24.56
buffers and inverters | 32 | 8.074
[power breakdown]
group / internal, W / switching (W)
sequential: 0 / 0
clock: 0 / 0
combinational: 0.0000941 / 0.0000519
[final timing paths]
| kind | cells after the start | from | to | slack (ns) |
|---|---|---|---|---|
| max | 13 | a[13] | sum[24] | 3.84 |
| min | 4 | b[30] | sum[30] | 5.81 |
[area by class of cell]
cell class,count,area share [%]
Inverter,32,4.620
Tap cell,105,5.053
Timing Repair Buffer,98,37.73
Multi-Input combinational cell,154,52.60
[per-layer routing]
metal | GRT usage, % | wire (um) | part of all wire [%] | vias to the layer above
li1 | - | - | - | 835
met1 | 9.714 | 2172 | 45 | 682
met2 | 13.44 | 2348 | 49 | 51
met3 | 1.423 | 272 | 5.7 | 0
met4 | 0 | 0 | 0 | 0
met5 | 0 | 0 | 0 | -
[cells in the mapped netlist (all sizes together) (2+ instances only)]
library cell   n
o21bai         3
nand4          2
nor2          13
nor2b          3
nand3          3
ha            32
a21oi         18
xnor2         18
xor2           6
nand2         12
o21a           2
a21o           6
nor3           2
inv           32
o21ai         11
fa             8
